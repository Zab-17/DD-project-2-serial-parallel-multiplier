## design.v

```verilog
`timescale 1ns / 1ps
module seven_seg_scanner (
    input wire clk,              
    input wire rst,
    input wire [6:0] seg0,       
    input wire [6:0] seg1,
    input wire [6:0] seg2,
    input wire [6:0] seg3,       
    input wire dp0, dp1, dp2, dp3,  
    output reg [3:0] an,         
    output reg [6:0] seg_out,    
    output reg dp_out
);
    localparam N = 18;
    reg [N-1:0] count;
    always @(posedge clk or posedge rst) begin
        if (rst) count <= 0;
        else count <= count + 1;
    end
    always @* begin
        case (count[N-1:N-2])
            2'b00: begin
                an = 4'b1110;        
                seg_out = seg0;
                dp_out = dp0;
            end
            2'b01: begin
                an = 4'b1101;        
                seg_out = seg1;
                dp_out = dp1;
            end
            2'b10: begin
                an = 4'b1011;        
                seg_out = seg2;
                dp_out = dp2;
            end
            2'b11: begin
                an = 4'b0111;        
                seg_out = seg3;
                dp_out = dp3;
            end
            default: begin
                an = 4'b1111; 
                seg_out = 7'b1111111;
                dp_out = 1;
            end
        endcase
    end
endmodule
```

## run.sh

```bash
#!/bin/bash
# OpenROAD 26Q1-2900-gdf79404cd8, Yosys 0.63+post, stock flow scripts
make -C /OpenROAD-flow-scripts/flow DESIGN_CONFIG=/design/flow/config.mk WORK_HOME=/design/flow/orfs finish
```

## constraint.sdc

```tcl
current_design seven_seg_scanner

set clk_period 4.3
set clk_io_pct 0.2

create_clock -name clk0 -period $clk_period [get_ports {clk}]

set non_clock_inputs [all_inputs -no_clocks]
set_input_delay [expr $clk_period * $clk_io_pct] -clock clk0 $non_clock_inputs
set_output_delay [expr $clk_period * $clk_io_pct] -clock clk0 [all_outputs]
```

## config.mk

```make
export PLATFORM = sky130hd
export DESIGN_NAME = seven_seg_scanner
export DESIGN_NICKNAME = seven_seg_scanner
export VERILOG_FILES = /design/flow/design.v
export SDC_FILE = /design/flow/constraint.sdc
export NUM_CORES = 4
export LEC_CHECK = 1
export CORE_AREA = 10 10 85 85
export DIE_AREA = 0 0 95 95
```

==> qor.txt <==
CP bufs+invs: 2
Vias: 752
Synth warn: 1
H-tree Lvls: 1
Ports: 46
RSZ-0062 raised after global routing: no
Worst-path cell chain: clkdlybuf4s50_1 > mux4_2 > clkdlybuf4s50_1
Cells after synthesis: 77
Distinct lib cells used: 19
Dpl hpwl: 1940 um
Power Dens Cells: 211 mW/mm^2
Die Y: 95 um
Headroom to the max-slew limit: 54.4%
Worst path slowest cell: mux4_2
Yosys reg bits: 18
Clk root buf: clkbuf_8
# fillers: 577
Total clock sinks: 18
Core ar.: 0.00547 mm^2
ANT cells: 0
Largest registers in the final layout: count: 18 flops
YS chip area: 990 um^2
Clk slew on worst S/H paths: 0.06 ns
Highest clock rate: 332 MHz
Most frequent CP cell: clkdlybuf4s50_1
Status: completed
Final Instance Area: 0.00155 mm^2
Row count: 27
# Cells Yosys: 77
Layout area overhead: 57.0%
Reg2reg end: count[16]$_DFF_PP0_
Crit-path leading delay family: buffers and inverters
Clock latency on the worst-skew pair: 0.25 ns
Clock Skew: 0.00158 ns
Max_cap viols: 0
Post_cts resized: 0
Port-buffer cells: 45
Post-route ant nets: 0
Post-layout util: 28.4%
Leakage Power: 0.671 nW
Drt drc: 0
Critical path arrival: 2.15 ns
# hold bufs at CTS: 0
Tool warnings: 25
Logic area: 510 um^2
Die width: 95 um
Count of final max-slew check failures: 0
Init Core Util: 18.1%
Total grt overflow: 0
Final GP Congestion: 0.794
Syn avg cell area: 12.9 um^2
Critical Path RT: 3.44 ns
Share of layout cells above drive strength 1: 13.9%
Drt pass-1 iters: 4
Vias per inst: 3.88
Max reg flops: 18
Flop area: 450 um^2
Largest net degree at the start of global routing: 19
Hold Crit Endpoint: count[15]$_DFF_PP0_
Fin. Hold Viols: 0
Setup Total Neg Slack: 0 ns
Power Total: 0.327 mW
Detailed Route WL: 2400 um
Minimum clock period after layout: 3.01 ns
WHS Path Cells: 1
Reg-to-reg startpoint: count[0]$_DFF_PP0_
Initial antenna violation count: 0
Critical Path Start Type: primary input
Vias in the first global route: 767
Drt wl/cell: 12.4 um
Worst-path maximum fanout: 1
Initial drt markers: 60
Crit end category: primary output
CP max stage delay: 0.47 ns
Setup Buffers After CTS: 0
DP Area: 0.00151 mm^2
Top reg by flops: count
Fin crit share: 70.0%
First-pass GRT wire length: 3700 um
Least-Margin Pin Slew: 0.684 ns
R2R Setup Slk: 2.82 ns
Clock Path Buffers: 2
Crit Path Class: primary input to primary output
CTS buffer count: 3
Endpoints failing setup: 0
Seq share, synth: 45.5%
Die area: 0.00903 mm^2
Total track usage: 5.16%
Cell Area, Synth: 990 um^2
Peak VDD IR: 0.142 mV
R2r worst-path depth: 5
Min-delay src: count[15]$_DFF_PP0_
CTS tree: built
Hold Path Class: flip-flop to flip-flop
through the flow:
stage          hold WS [ns]  instances  worst slack [ns]
3_3_place_gp          0.454        191              1.28
4_1_cts               0.471        194              1.28
3_5_place_dp          0.458        191              1.29
6_report              0.464        194              1.29
2_1_floorplan         0.438         77              2.17
5_1_grt               0.488        194              1.25
cells in the mapped netlist (all sizes together):
cell	n	area, um^2
dfrtp	18	450
xnor2	10	87.6
mux4	8	180
nand2	7	26.3
nand3	7	40.0
xor2	6	52.6
and3	5	31.3
buf	3	17.5
inv	3	11.3
nor2	3	13.8
nand2b	2	12.5
nor3	2	26.3
ha	1	12.5
nand4	1	21.3
or2	1	6.26
where the power goes:
part / internal, mW / switching, mW / total (mW)
clock network: 0.0621 / 0.0509 / 0.113
registers: 0.169 / 0 / 0.169
logic: 0.0368 / 0.00830 / 0.0451
final cells by class:
cell class | instances | area share [%]
Inverter | 3 | 0.725
Clock buffer | 3 | 2.66
Timing Repair Buffer | 45 | 29.0
Multi-Input combinational cell | 53 | 32.9
Sequential cell | 18 | 29.0
Tap cell | 72 | 5.80
how the worst max path moves through the flow:
stage | start | end | slack [ns] | cells after the start
finish | seg3[1] | seg_out[1] | 1.29 | 3
CTS | seg3[1] | seg_out[1] | 1.28 | 3
global route | seg3[6] | seg_out[6] | 1.25 | 3
cell usage in the layout, fill, tap and decap left out, drive strengths merged:
cell type / count
nand3: 7
nand2: 7
or2: 1
and3: 5
dfrtp: 18
xor2: 6
nand2b: 2
inv: 3
mux4: 8
nand4: 1
nor3: 2
xnor2: 10
clkdlybuf4s50: 45
nor2: 3
ha: 1
clkbuf: 3
metal layers:
layer / up-vias / share of wire, % / track usage (%)
met2: 55 / 31 / 6.64
met5: - / 0 / 0
met3: 0 / 19 / 3.21
met1: 340 / 50 / 7.57
met4: 0 / 0 / 0.125
li1: 357 / - / -
worst reg2reg max path, stage by stage (launching register included):
cell,delay (ns)
dfrtp_1,0.43
ha_1,0.21
nand3_1,0.19
nor3_2,0.28
nand2_1,0.11
xnor2_1,0.13
logic make-up (layout without fill, tap and decap cells):
family	Yosys count	in the layout	synth area share (%)
and+or+nand+nor	28	28	18.0
DFF	18	18	45.5
xor gates and xnor gates	16	16	14.2
muxes	8	8	18.2
buffers and inverters	6	51	2.91
adders and majority gates	1	1	1.26
Power is estimated from default activity; no workload was simulated.
