**flow/config.mk**
```make
export PLATFORM = sky130hd
export DESIGN_NAME = top_module
export DESIGN_NICKNAME = top_module
export VERILOG_FILES = /design/flow/design.v
export SDC_FILE = /design/flow/constraint.sdc
export NUM_CORES = 4
export LEC_CHECK = 1
export CORE_AREA = 10 10 109 109
export DIE_AREA = 0 0 119 119
```
**flow/constraint.sdc**
```tcl
current_design top_module

set clk_period 2.6
set clk_io_pct 0.2

create_clock -name clk0 -period $clk_period [get_ports {clk}]

set non_clock_inputs [all_inputs -no_clocks]
set_input_delay [expr $clk_period * $clk_io_pct] -clock clk0 $non_clock_inputs
set_output_delay [expr $clk_period * $clk_io_pct] -clock clk0 [all_outputs]
```
**flow/design.v**
```verilog
module bin16_to_bcd_view (
    input  wire [15:0] bin_in,      
    input  wire        sign_neg,    
    input  wire [1:0]  view_mode,   
    output reg  [3:0] d0,           
    output reg  [3:0] d1,           
    output reg  [3:0] d2,           
    output reg  [3:0] d3,           
    output reg  [3:0] d4,           
    output reg  [3:0] d5,           
    output reg  [3:0] disp0,        
    output reg  [3:0] disp1,
    output reg  [3:0] disp2,
    output reg  [3:0] disp3         
);
    integer temp;
    always @* begin
        temp = bin_in;
        d0 = temp % 10;
        temp = temp / 10;
        d1 = temp % 10;
        temp = temp / 10;
        d2 = temp % 10;
        temp = temp / 10;
        d3 = temp % 10;
        temp = temp / 10;
        d4 = temp % 10;
        if (sign_neg)
            d5 = 4'hA;   
        else
            d5 = 4'hF;   
    end
    always @* begin
        case (view_mode)
            2'b00: begin
                disp0 = d0;   
                disp1 = d1;
                disp2 = d2;
                disp3 = d3;   
            end
            2'b01: begin
                disp0 = d1;   
                disp1 = d2;
                disp2 = d3;
                disp3 = d4;   
            end
            2'b10: begin
                disp0 = d2;   
                disp1 = d3;
                disp2 = d4;
                disp3 = d5;   
            end
            default: begin
                disp0 = 4'd0;
                disp1 = 4'd0;
                disp2 = 4'd0;
                disp3 = 4'd0;
            end
        endcase
    end
endmodule
module bcd_to_7seg (
    input  wire [3:0] bcd,    
    input  wire       dp_on,  
    output reg  [6:0] seg,    
    output reg        dp
);
    always @* begin
        seg = 7'b111_1111;
        case (bcd)
            4'd0: seg = 7'b000_0001;  
            4'd1: seg = 7'b100_1111;  
            4'd2: seg = 7'b001_0010;  
            4'd3: seg = 7'b000_0110;  
            4'd4: seg = 7'b100_1100;  
            4'd5: seg = 7'b010_0100;  
            4'd6: seg = 7'b010_0000;  
            4'd7: seg = 7'b000_1111;  
            4'd8: seg = 7'b000_0000;  
            4'd9: seg = 7'b000_0100;  
            4'hA: seg = 7'b111_1110;  
            default: seg = 7'b111_1111;  
        endcase
        dp = dp_on ? 1'b0 : 1'b1;
    end
endmodule
module top_module (
    input  wire        clk,            
    input  wire        rst,            
    input  wire        btn_scroll,     
    output wire [6:0]  seg,            
    output wire        dp,             
    output wire [3:0]  an              
);
    localparam [15:0] TEST_VALUE = 16'd65535;   
    localparam        TEST_SIGN  = 1'b1;        
    wire [1:0]  view_mode;             
    wire [3:0] d0, d1, d2, d3, d4, d5;
    wire [3:0] disp0, disp1, disp2, disp3;
    reg [1:0]  digit_select;           
    reg [16:0] refresh_counter;        
    wire [3:0] current_bcd;            
    view_mode_ctrl view_ctrl (
        .clk(clk),
        .rst(rst),
        .btn_scroll(btn_scroll),
        .view_mode(view_mode)
    );
    bin16_to_bcd_view bcd_conv (
        .bin_in(TEST_VALUE),           
        .sign_neg(TEST_SIGN),          
        .view_mode(view_mode),         
        .d0(d0),                       
        .d1(d1),
        .d2(d2),
        .d3(d3),
        .d4(d4),
        .d5(d5),
        .disp0(disp0),                 
        .disp1(disp1),
        .disp2(disp2),
        .disp3(disp3)
    );
    always @(posedge clk) begin
        if (rst) begin
            refresh_counter <= 0;
            digit_select <= 0;
        end else begin
            refresh_counter <= refresh_counter + 1;
            if (refresh_counter[14:0] == 15'd24999) begin
                digit_select <= digit_select + 1;
            end
        end
    end
    assign an = ~(4'b0001 << digit_select);
    assign current_bcd = (digit_select == 2'd0) ? disp0 :
                        (digit_select == 2'd1) ? disp1 :
                        (digit_select == 2'd2) ? disp2 :
                                                 disp3;
    bcd_to_7seg seg_decoder (
        .bcd(current_bcd),
        .dp_on(1'b0),                  
        .seg(seg),
        .dp(dp)
    );
endmodule
module view_mode_ctrl (
    input  wire       clk,         
    input  wire       rst,         
    input  wire       btn_scroll,  
    output reg  [1:0] view_mode    
);
    reg btn_ff1, btn_ff2;
    always @(posedge clk) begin
        btn_ff1 <= btn_scroll;
        btn_ff2 <= btn_ff1;
    end
    reg btn_prev;
    wire btn_rise = btn_ff2 & ~btn_prev;
    always @(posedge clk) begin
        if (rst) begin
            view_mode <= 2'b00;    
            btn_prev  <= 1'b0;
        end else begin
            btn_prev <= btn_ff2;
            if (btn_rise) begin
                case (view_mode)
                    2'b00: view_mode <= 2'b01;  
                    2'b01: view_mode <= 2'b10;  
                    2'b10: view_mode <= 2'b00;  
                    default: view_mode <= 2'b00;
                endcase
            end
        end
    end
endmodule
```
**flow/run.sh**
```bash
#!/bin/bash
# OpenROAD 26Q1-2900-gdf79404cd8, Yosys 0.63+post, stock flow scripts
make -C /OpenROAD-flow-scripts/flow DESIGN_CONFIG=/design/flow/config.mk WORK_HOME=/design/flow/orfs finish
```
==> impl_metrics.env <==
# yosys + openroad results
export IMPL_layout_cells_most_common_list="nor2_1 (22), buf_4 (21), dfxtp_1 (21)"
export IMPL_synth_seq_share_pct=36.8
export IMPL_dr_pass1_iters=3
export IMPL_cts_buffers_inserted=3
export IMPL_grt_max_degree=22
export IMPL_via_per_inst=3.27
export IMPL_grt_pass1_wl_microns=4100
export IMPL_path_common_cell="a211oi_2"
export IMPL_seqCellArea_sq_um=465
export IMPL_edf_count=0
export IMPL_hold_violations=0
export IMPL_rsz0062_at_grt="yes"
export IMPL_die_height_microns=119
export IMPL_grt_usage_pct=3.16
export IMPL_post_route_min_period_ps=2560
export IMPL_cp_end_kind="primary output"
export IMPL_crit_start="digit_select[0]$_SDFFE_PP0N_"
export IMPL_max_cap_viol_count=0
export IMPL_first_iter_violations=36
export IMPL_coreArea_sq_um=9640
export IMPL_logic_area_sq_um=828
export IMPL_die_area_sq_um=14200
export IMPL_ir_drop_mv=0.111
export IMPL_finalWeightedCongestion=0.795
export IMPL_antenna_found_initial=0
export IMPL_die_x_microns=119
export IMPL_critPathKind="flip-flop to primary output"
export IMPL_holdWs_ps=329
export IMPL_ys_flops=23
export IMPL_hold_class="flip-flop to flip-flop"
export IMPL_setup_worst_path_start_class="flip-flop"
export IMPL_crit_path_top_delay_cell="dfxtp_4"
export IMPL_htree_levels=1
export IMPL_layout_top_cell="nor2_1"
export IMPL_maxSlewViolCount=0
export IMPL_fin_crit_sh_pct=98.5
export IMPL_setup_tns_ps=0
export IMPL_via_count=1034
export IMPL_grt_pass1_vias=944
export IMPL_synth_area_sq_um=1250
export IMPL_hold_start="view_ctrl.btn_ff1$_DFF_P_"
export IMPL_worst_pin_slew_ps=705
export IMPL_wl_per_cell_microns=7.50
export IMPL_cp_buffers_inverters=3
export IMPL_drive_above_1_share_pct=32.2
export IMPL_setup_slack_ps=38.5
export IMPL_async_flop_share_pct=0
export IMPL_cts_tree="built"
export IMPL_cp_required_ps=2080
export IMPL_max_freq_ghz=0.390
export IMPL_pre_cts_ws_ps=-67.5
export IMPL_yosysCellCount=145
export IMPL_crit_arrival_ps=2040
export IMPL_final_antenna_net_count=0
export IMPL_rr_startpoint="refresh_counter[0]$_SDFF_PP0_"
export IMPL_warnings=35
export IMPL_p_leak_nw=0.743
export IMPL_n_fill_cell=1066
export IMPL_syn_inst=145
export IMPL_setup_viol_count_final=0
export IMPL_overflow=0
export IMPL_diodes=0
export IMPL_outcome="finished, final reports clean"
export IMPL_drcViolationCount=0
export IMPL_ios=15
export IMPL_clk_pin_slew_worst_paths_ps=70
export IMPL_finClkSkew_ps=1.53
export IMPL_cp_top_family="AND-OR/OR-AND gates"
export IMPL_relSlewSlack_pct=52.9
export IMPL_drt_total_wl_microns=2370
export IMPL_slowest_delay_ps=370
export IMPL_cp_max_fo=6
export IMPL_ys_types=33
export IMPL_num_rows=36
export IMPL_clock_sinks=23
export IMPL_ff_type="dfxtp_1"
export IMPL_crit_chain="inv_4 > ha_4 > nand2b_4 > a211oi_2 > a211oi_2 > buf_4 > mux2_4 > a21oi_2 > clkbuf_2"
export IMPL_clockBufferDepth=2
export IMPL_root_buffer="clkbuf_8"
export IMPL_yosysChipArea_sq_um=1250
export IMPL_clk_latency_ps=250
export IMPL_powerDensity_nw_per_um2=395
export IMPL_avgSynthCellArea_sq_um=8.62
export IMPL_port_buffers=13
export IMPL_area_delta_synth_final_pct=49.2
export IMPL_fp_util_pct=13.0
export IMPL_post_dp_hpwl_microns=1680
export IMPL_synth_warnings=4
[flip-flops by register name (all words and copies together), names as in the netlist]
register / cells
view_ctrl.btn_ff2: 1
view_ctrl.btn_ff1: 1
view_ctrl.view_mode: 3
refresh_counter: 15
digit_select: 2
view_ctrl.btn_prev: 1
[cells by family (layout without fill, tap and decap cells)]
family	Yosys count	count (layout)	synth area share (%)
and+or+nand+nor	58	58	22.9
muxes	6	6	5.21
AOI/OAI and AO/OA	16	16	8.51
adders and majority gates	11	11	11.0
buffers and inverters	17	55	6.11
DFF	23	23	36.8
xor gates and xnor gates	13	13	9.11
other	1	1	0.300
[where the power goes]
group | leakage (nW) | internal (mW) | switching, mW | total [mW]
clock | 0.0228 | 0.109 | 0.0996 | 0.208
combinational | 0.531 | 0.0938 | 0.0644 | 0.158
sequential | 0.189 | 0.361 | 0.0101 | 0.371
total | 0.743 | 0.564 | 0.174 | 0.738
[final timing paths]
| check | end | slack, ps | depth (start not counted) |
|---|---|---|---|
| min reg2reg | view_ctrl.btn_ff2$_DFF_P_ | 330 | 0 |
| max | seg[2] | 40 | 9 |
| max reg2reg | digit_select[1]$_SDFFE_PP0N_ | 1120 | 6 |
| min | view_ctrl.btn_ff2$_DFF_P_ | 330 | 0 |
[repair_timing]
item	CTS	global route
resized	31	23
gates cloned	1	0
pin swaps	6	8
hold buffers	0	0
buffers inserted	5	6
setup endpoints to repair	7	7
[Yosys cell counts, drive strengths merged (3+ instances only)]
library cell | instances | share of area, %
nor2 | 22 | 6.6
nand2b | 4 | 2.0
dfxtp | 23 | 37
o21ai | 6 | 2.4
xnor2 | 6 | 4.2
a21oi | 4 | 1.6
nand3 | 10 | 4.0
inv | 12 | 3.6
mux2i | 5 | 4.0
buf | 3 | 1.9
ha | 11 | 11
xor2 | 7 | 4.9
nor3 | 5 | 2.8
nand2 | 7 | 2.1
[area by class of cell]
class / instances / area share, %
Tap cell: 133 / 8.92
Timing Repair Buffer: 39 / 16.6
Clock buffer: 4 / 2.41
Inverter: 12 / 2.68
Sequential cell: 23 / 24.9
Multi-Input combinational cell: 105 / 44.4
[metal layers]
metal | GRT usage (%) | share of wire (%) | wire length [microns]
met1 | 4.29 | 52 | 1220
met2 | 5.12 | 43 | 1030
met3 | 0.432 | 2.7 | 64
met4 | 0.916 | 2.4 | 56
met5 | 0 | 0 | 0
[metrics by stage]
stage | instance area [sq um] | total power [mW] | utilization, % | instances
after global routing | 1870 | 0.785 | 19.4 | 316
after floorplan | 1250 | 0.444 | - | 145
final | 1870 | 0.738 | 19.4 | 316
after global placement | 1620 | 0.504 | 16.8 | 300
after detailed placement | 1620 | 0.505 | 16.8 | 300
after CTS | 1800 | 0.727 | 18.6 | 310
No activity file was given, so power comes from the tool's default toggle rates.
