===== constraint.sdc =====
current_design SPM

set clk_period 6.7
set clk_io_pct 0.2

create_clock -name clk0 -period $clk_period [get_ports {clk}]

set non_clock_inputs [all_inputs -no_clocks]
set_input_delay [expr $clk_period * $clk_io_pct] -clock clk0 $non_clock_inputs
set_output_delay [expr $clk_period * $clk_io_pct] -clock clk0 [all_outputs]

===== design.v =====
`timescale 1ns/1ps
module d_reg (
    input wire clk,
    input wire rst,
    input wire d,
    output reg q
);
    always @(posedge clk or posedge rst) begin
        if (rst) q <= 1'b0;
        else     q <= d;
    end
endmodule
module full_adder (
    input wire a,
    input wire b,
    input wire cin,
    output wire s,
    output wire cout
);
    assign s = a ^ b ^ cin;
    assign cout = (a & b) | (b & cin) | (a & cin);
endmodule
module pipe (
    input wire clk,
    input wire rst,
    input wire a,    
    input wire b,    
    output wire q    
);
    wire s_wire, cin_wire, cout_wire;
    wire current_cin; 
    full_adder fa_inst (
        .a(a), .b(b), .cin(current_cin), 
        .s(s_wire), .cout(cout_wire)
    );
    d_reg reg_carry (
        .clk(clk), .rst(rst), .d(cout_wire), .q(current_cin)
    );
    d_reg reg_sum (
        .clk(clk), .rst(rst), .d(s_wire), .q(q)
    );
endmodule
module serial_converter #(parameter WIDTH = 8) (
    input wire clk,
    input wire rst,
    input wire load,
    input wire [WIDTH-1:0] d,
    output wire dout
);
    reg [WIDTH-1:0] buffer_s;
    always @(negedge clk or posedge rst) begin
        if (rst) begin
            buffer_s <= 0;
        end else begin
            if (load)
                buffer_s <= d;
            else
                buffer_s <= {1'b0, buffer_s[WIDTH-1:1]};  
        end
    end
    assign dout = buffer_s[0];
endmodule
module shift_reg_out #(parameter WIDTH = 16) (
    input wire clk,
    input wire rst,
    input wire ena,
    input wire d,  
    output wire [WIDTH-1:0] q_reg
);
    reg [WIDTH-1:0] buffer_s;
    always @(posedge clk or posedge rst) begin
        if (rst) begin
            buffer_s <= 0;
        end else if (ena) begin
            buffer_s <= {d, buffer_s[WIDTH-1:1]};
        end
    end
    assign q_reg = buffer_s;
endmodule
module bit_counter #(parameter MAX_COUNT = 16) (
    input wire clk,
    input wire rst,
    input wire ena,
    output reg max_tick
);
    integer count;
    always @(posedge clk or posedge rst) begin
        if (rst) begin
            count <= 0;
            max_tick <= 0;
        end else if (ena) begin
            if (count == MAX_COUNT) begin
                count <= 0;
                max_tick <= 1;  
            end else begin
                count <= count + 1;
                max_tick <= 0;
            end
        end else begin
            max_tick <= 0;
            count <= 0;
        end
    end
endmodule
module sp_multiplier_8bit (
    input wire clk,
    input wire rst,
    input wire ena,
    input wire load,
    input wire [7:0] a,  
    input wire [7:0] b,  
    output wire data_ready,
    output wire [15:0] prod,  
    output wire prod_ser
);
    wire a_s;               
    wire [7:0] and_out;     
    wire [7:0] reg_out;     
    wire [15:0] prod_s;     
    wire ready_s;
    serial_converter #(.WIDTH(8)) U_SER_CONV (
        .clk(clk), .rst(rst), .load(load), .d(a), .dout(a_s)
    );
    genvar i;
    generate
        for (i=0; i<8; i=i+1) begin : AND_ARRAY
            assign and_out[i] = a_s & b[i];
        end
    endgenerate
    d_reg U_MSB_REG (
        .clk(clk), .rst(rst), .d(and_out[7]), .q(reg_out[7])
    );
    pipe U_PIPE_6 (.clk(clk), .rst(rst), .a(reg_out[7]), .b(and_out[6]), .q(reg_out[6]));
    pipe U_PIPE_5 (.clk(clk), .rst(rst), .a(reg_out[6]), .b(and_out[5]), .q(reg_out[5]));
    pipe U_PIPE_4 (.clk(clk), .rst(rst), .a(reg_out[5]), .b(and_out[4]), .q(reg_out[4]));
    pipe U_PIPE_3 (.clk(clk), .rst(rst), .a(reg_out[4]), .b(and_out[3]), .q(reg_out[3]));
    pipe U_PIPE_2 (.clk(clk), .rst(rst), .a(reg_out[3]), .b(and_out[2]), .q(reg_out[2]));
    pipe U_PIPE_1 (.clk(clk), .rst(rst), .a(reg_out[2]), .b(and_out[1]), .q(reg_out[1]));
    pipe U_PIPE_0 (.clk(clk), .rst(rst), .a(reg_out[1]), .b(and_out[0]), .q(reg_out[0]));
    assign prod_ser = reg_out[0];
    shift_reg_out #(.WIDTH(16)) U_SHIFT_OUT (
        .clk(clk), .rst(rst), .ena(ena), .d(reg_out[0]), .q_reg(prod_s)
    );
    bit_counter #(.MAX_COUNT(16)) U_COUNTER (
        .clk(clk), .rst(rst), .ena(ena), .max_tick(ready_s)
    );
    reg [15:0] final_prod_reg;
    always @(posedge clk or posedge rst) begin
        if (rst) final_prod_reg <= 0;
        else if (ready_s) final_prod_reg <= prod_s;
    end
    assign prod = final_prod_reg;
    d_reg U_READY_FLAG (.clk(clk), .rst(rst), .d(ready_s), .q(data_ready));
endmodule
module SPM (
    input wire clk,
    input wire rst,
    input wire start,          
    input wire signed [7:0] a,
    input wire signed [7:0] b,
    output reg signed [15:0] prod,
    output reg done,
    output reg sign_flag
);
    localparam S_IDLE = 2'b00;
    localparam S_WORK = 2'b01;
    localparam S_DONE = 2'b10;
    reg [1:0] state;
    reg core_load;
    reg core_ena;
    wire core_ready;
    wire [15:0] core_prod;
    reg [7:0] abs_a, abs_b;
    reg stored_sign;
    sp_multiplier_8bit U_CORE (
        .clk(clk),
        .rst(rst),
        .ena(core_ena),
        .load(core_load),
        .a(abs_a),
        .b(abs_b),
        .data_ready(core_ready),
        .prod(core_prod),
        .prod_ser()
    );
    always @(posedge clk or posedge rst) begin
        if (rst) begin
            state <= S_IDLE;
            core_load <= 0;
            core_ena <= 0;
            done <= 0;
            prod <= 0;
            sign_flag <= 0;
            abs_a <= 0;
            abs_b <= 0;
            stored_sign <= 0;
        end else begin
            case (state)
                S_IDLE: begin
                    done <= 0;
                    if (start) begin
                        stored_sign <= a[7] ^ b[7];
                        abs_a <= (a[7]) ? (~a + 1) : a;
                        abs_b <= (b[7]) ? (~b + 1) : b;
                        core_load <= 1; 
                        core_ena <= 1;   
                        state <= S_WORK;
                    end
                end
                S_WORK: begin
                    core_load <= 0;  
                    core_ena <= 1;   
                    if (core_ready) begin
                        core_ena <= 0;  
                        if (stored_sign)
                            prod <= (~core_prod + 1);  
                        else
                            prod <= core_prod;
                        sign_flag <= stored_sign;
                        done <= 1;
                        state <= S_DONE;
                    end
                end
                S_DONE: begin
                    state <= S_IDLE;
                    done <= 0; 
                end
            endcase
        end
    end
endmodule

===== config.mk =====
export PLATFORM = sky130hd
export DESIGN_NAME = SPM
export DESIGN_NICKNAME = SPM
export VERILOG_FILES = /design/flow/design.v
export SDC_FILE = /design/flow/constraint.sdc
export NUM_CORES = 4
export LEC_CHECK = 1
export CORE_UTILIZATION = 50

===== run.sh =====
#!/bin/bash
# OpenROAD 26Q1-2900-gdf79404cd8, Yosys 0.63+post, stock flow scripts
make -C /OpenROAD-flow-scripts/flow DESIGN_CONFIG=/design/flow/config.mk WORK_HOME=/design/flow/orfs finish

==> out/results.txt <==
Status -> finished, final reports clean
Largest net degree at the start of global routing -> 42
Crit Path Category -> in2async
Slew Limit Fails -> 0
Synthesis area per yosys -> 0.005758 mm2
Sw Ratio -> 0.2990
Arr. time, crit path -> 2.12 ns
TritonCTS clock tree -> yes
Pwr dens -> 370.9 mW/mm2
Sum Neg Setup Slack -> 0 ns
Syn Area/Cell -> 11.03 um2
Req. time, crit path -> 3.97 ns
Slew HR -> 0.5139
Area growth from synthesis to layout -> 19.40%
P_int -> 0.001788 W
Asr flop ratio synth -> 1.000
Path depth of the worst reg2reg path -> 3
Unique cell types -> 38
First-pass GRT wire length -> 16.68 mm
Number of OpenROAD warnings -> 26
Core box area -> 0.01103 mm2
Crit-path max cell delay -> 0.45 ns
CTS root buf -> clkbuf_16
Post-Syn Area -> 0.005758 mm2
Share of cells above drive strength 1 -> 0.1473
Cts hold-fix bufs -> 0
Critical path destination -> U_CORE.U_SER_CONV.buffer_s[6]$_DFF_NP0_
Clk sinks -> 129
Hold depth -> 1
Num rows -> 38
Cell taking the most area after synthesis -> dfrtp_1
RSZ-0062 raised after global routing -> false
Synth top area share -> 0.5215
Number of port buffers -> 36
Routed wire length -> 9.277 mm
Critical path depth -> 2
WP buf/inv -> 2
FF-to-FF Start -> U_CORE.U_SER_CONV.buffer_s[0]$_DFF_NP0_
Initial antenna violation count -> 0
Reg2reg end -> U_CORE.U_PIPE_1.reg_sum.q$_DFF_PP0_
Drt pass-1 iters -> 4
Combinational Power Share -> 0.215
H-Tree Depth -> 4
Max reg flops -> 32
Post-CTS setup buffers -> 0
Max-cap violation count -> 0
Routability Congestion -> 0.7974
Count of library flops with an enable pin -> 0
Vias in the first global route -> 3557
1st-iter DRT viols -> 164
Static leakage -> 3.307 nW
Vias after detailed routing -> 3643
Chip area -> 0.01195 mm2
Hold Path Class -> reg2reg
Critical-path top delay cell -> clkdlybuf4s50_1
Seq/Total Area, Yosys -> 0.5608
Top cells, area -> dfrtp_1, mux2_2, xor2_1
Sw power -> 0.0007624 W
CP startpoint kind -> primary input
Setup Skew -> 0.02099 ns
Vert. Die Dim -> 109.3 um
Clock power frac -> 0.359
# IOs -> 37
Worst Path Max Fanout -> 18
Worst path top cell family by delay -> buffers and inverters
Drt wl/cell -> 12.94 um
Vias per cell -> 5.081
Max IR drop VDD -> 0.2284 mV
Crit path cell chain -> clkdlybuf4s50_1 -> clkinvlp_4
Total track usage -> 0.1853
CP startpoint -> rst
Dpl cells -> 685
Gr ovfl total -> 0
Flops out of synthesis -> 129
TritonCTS buffer count -> 17
Final hold violations -> 0
# diodes -> 0
Die width -> 109.3 um
FP Util -> 0.5220
Detailed placement HPWL -> 6.248 mm
Max clock buf depth -> 2
Post-CTS sizing -> 0
Top reg by flops -> U_CORE.U_COUNTER.count
Latency at later pin -> 0.41 ns
Final setup fails -> 0
Fin cells -> 717
DRC Markers -> 0
Post-DRT Antenna Nets -> 0
Main synth FF type -> dfrtp_1
Worst setup EP type -> async pin
Yosys warnings -> 6
Seq pwr share -> 0.427
Cells in synth_stat.txt -> 522
Reg clk slew, reported paths -> 0.04 ns
Synth Instances -> 522
Slew @ Worst Pin -> 0.7291 ns
Reg-to-reg slack, setup -> 2.05 ns
[per-stage QoR]
stage,util,setup WS [ns],area [um2],power [W],hold WS (ns)
finish,0.6233,1.849,6875,0.002550,0.4233
detailed placement,0.5687,1.434,6274,0.001659,0.4269
CTS,0.6233,1.823,6875,0.002583,0.4279
global route,0.6233,1.800,6875,0.002726,0.4495
floorplan,-,0.5212,5762,0.001491,0.3519
global placement,0.5687,1.433,6274,0.001648,0.4216
[cell usage after synthesis, types with 2 or more instances]
cell type  instances
dfrtp_1          120
nand2_1           59
xor2_1            46
inv_1             41
mux2_2            38
nor2_1            38
o21ai_0           34
clkbuf_1          18
nand3_1           16
nand4_1           14
xnor2_1            9
dfrtn_1            8
nor4_1             8
o21ai_1            8
fa_1               7
o31ai_1            7
nor3_1             6
ha_1               5
nand2b_1           5
and3_1             4
and4_1             4
nor2b_1            4
mux2i_1            3
a32o_1             2
and2_1             2
nor4_4             2
o41ai_1            2
or3_1              2
[placed cells by master, fill, tap and decap left out, types with 3 or more instances in the layout]
cell and count:
dfrtp_1 120, nand2_1 59, xor2_1 46, inv_1 40, nor2_1 38, mux2_2 38
clkdlybuf4s50_1 36, o21ai_0 34, clkbuf_16 17, nand3_1 16, nand4_1 14, xnor2_1 9
dfrtn_1 8, nor4_1 8, o31ai_1 7, o21ai_1 7, fa_1 7, nor3_1 6
buf_4 6, nand2b_1 5, ha_1 5, inv_6 5, nor2b_1 4, and4_1 4
and3_1 4, clkinvlp_4 4, mux2i_1 3
[layout make-up]
cell class	instances	area, um2
Fill cell	876	4155
Sequential cell	129	3229
Multi-Input combinational cell	332	2302
Clock buffer	19	452.9
Timing Repair Buffer	42	405.4
Tap cell	140	175.2
Inverter	42	161.4
Clock inverter	13	148.9
[worst min path at each step]
stage / startpoint / endpoint / slack, ns
6_report: U_CORE.U_SER_CONV.buffer_s[6]$_DFF_NP0_ / U_CORE.U_SER_CONV.buffer_s[5]$_DFF_NP0_ / 0.42
4_1_cts: U_CORE.U_SER_CONV.buffer_s[6]$_DFF_NP0_ / U_CORE.U_SER_CONV.buffer_s[5]$_DFF_NP0_ / 0.43
5_1_grt: U_CORE.U_SER_CONV.buffer_s[2]$_DFF_NP0_ / U_CORE.U_SER_CONV.buffer_s[1]$_DFF_NP0_ / 0.45
[kinds of logic after synthesis]
kind of cell / count (synthesis) / synth area share
fa+ha+maj: 12 / 0.03520
flops: 129 / 0.5608
mux: 41 / 0.07953
buf+inv: 61 / 0.03998
xor+xnor: 55 / 0.08366
simple gates: 168 / 0.1447
compound gates: 56 / 0.05606
[layer usage]
layer | global-route usage | part of all wire | up-vias | routed length [um]
met5 | 0 | 0 | - | 0
li1 | - | - | 1838 | -
met1 | 0.3124 | 0.50 | 1748 | 4673
met4 | 0.01810 | 0.0095 | 0 | 88
met2 | 0.2686 | 0.45 | 51 | 4150
met3 | 0.04532 | 0.039 | 6 | 364
[power groups by stage]
stage | registers, W | clock network [W] | logic, W
5_1_grt | 0.00112 | 0.000973 | 0.000634
4_1_cts | 0.00109 | 0.000932 | 0.000561
6_report | 0.00109 | 0.000915 | 0.000547
Power is estimated from default activity; no workload was simulated.
